<file path="run.sh">
#!/bin/bash
# OpenROAD 26Q1-2900-gdf79404cd8, Yosys 0.63+post, stock flow scripts
make -C /OpenROAD-flow-scripts/flow DESIGN_CONFIG=/design/flow/config.mk WORK_HOME=/design/flow/orfs finish
</file>
<file path="config.mk">
export PLATFORM = sky130hd
export DESIGN_NAME = clock_div
export DESIGN_NICKNAME = clock_div
export VERILOG_FILES = /design/flow/design.v
export SDC_FILE = /design/flow/constraint.sdc
export NUM_CORES = 4
export LEC_CHECK = 1
export CORE_UTILIZATION = 50
</file>
<file path="constraint.sdc">
current_design clock_div

set clk_period 4.2
set clk_io_pct 0.2

create_clock -name clk0 -period $clk_period [get_ports {clk}]

set non_clock_inputs [all_inputs -no_clocks]
set_input_delay [expr $clk_period * $clk_io_pct] -clock clk0 $non_clock_inputs
set_output_delay [expr $clk_period * $clk_io_pct] -clock clk0 [all_outputs]
</file>
<file path="design.v">
`timescale 1ns / 1ps
module clock_div(
    input clk,
    input rst,
    input [25:0] speed_x,
    input [25:0] speed_y,
    output reg new_clk_x,
    output reg new_clk_y
    );
    reg [25:0] count_x,count_y;
    always @ (posedge(clk),posedge(rst))
    begin
        if (rst == 1'b1)
        begin 
            count_x = 26'b0;   
            new_clk_x = 1'b0;            
        end
        else if (count_x == speed_x)
        begin
            count_x = 26'b0;
            new_clk_x = ~new_clk_x;
        end
        else
        begin
            count_x = count_x + 1'b1;
            new_clk_x = new_clk_x;
        end
    end
    always @ (posedge(clk),posedge(rst))
    begin
        if (rst == 1'b1)
        begin 
            count_y = 26'b0;   
            new_clk_y = 1'b0;            
        end
        else if (count_y == speed_y)
        begin
            count_y = 26'b0;
            new_clk_y = ~new_clk_y;
        end
        else
        begin
            count_y = count_y + 1'b1;
            new_clk_y = new_clk_y;
        end
    end
endmodule
</file>
==> notes.md <==
Results of an implementation run.

The run finished with clean final reports. The switching power summed over all nets is 0.190 mW. The chip height is 81.2 um. The post-synthesis cell count from yosys is 325.

The total standard cell area after synthesis is 0.00314 sq mm. Across the whole layout, storage elements account for 0.00135 sq mm. VDD sags by at most 0.205 mV. In the synthesis report, Yosys lists the chip area as 0.00314 sq mm. The count of input and output buffers is 55. The setup path with the least slack is of type input port to flop. In the final layout, the share of cells above drive strength 1 is 0.0422. The tool warning count is 26. At the pin with the least slew margin, the transition time is 0.673 ns. STA puts the critical path data required time at 4.39 ns. The most used flip-flop cell after synthesis is sky130_fd_sc_hd__dfrtp_1. The cell leakage power is 1.62 nW. The finished layout holds 454 standard cells, fillers aside. The die area is 0.00659 sq mm.

The average wire length per cell after detail routing is 13.9 um. Setup repair after global routing left no endpoint under its margin. The critical-path maximum fanout is 16.

The cell-mix breakdown from Yosys lists the adder-cell area share as 0.00798. The post-placement cell area is 0.00373 sq mm. In this run the worst hold path is classified as flop to flop.

Per the synthesis report, the AND-OR/OR-AND share of the synthesized area is 0. The DRC violation count after routing is 0. The number of maximum-capacitance violations recorded for the run is 0. Measured along the x axis, the die boundary spans 81.2 um.

The worst setup path is captured at a flop. The finished layout reports a core utilization of 0.638. In this run the deepest clock path goes through 2 buffers. Yosys reports that the most numerous cell types are 59 x sky130_fd_sc_hd__nor2_1, 54 x sky130_fd_sc_hd__dfrtp_1, 54 x sky130_fd_sc_hd__xor2_1. The number of clock sinks is 54. Summing all non-filler instances in the final layout gives an area of 0.00382 sq mm. The via-per-instance ratio is 5.10. The remaining global-route overflow is 0.

Per the slew report, the remaining headroom to the max-slew limit stands at 0.548. The timing-limited maximum frequency is 350 MHz. The share of Yosys cell area claimed by the top area cell type is 0.431. The number of clock buffers inserted by TritonCTS is 5. The I/O pin total is 56. The final timing report derives a shortest allowable period of 2.86 ns. The arrival time at the worst endpoint is 3.05 ns. The H-tree depth is 2. Endpoints failing hold in the final report were tallied at 0. The number of global-route vias before repair is 2109. The global-route usage over all layers is 0.211. Looking at area per cell type in the netlist, the leader is sky130_fd_sc_hd__dfrtp_1.

In this run, synthesis inferred 0 flip-flops with an integrated enable. The number of antenna violations at the first check in global routing is 0. The part of the power in the clock network is 0.323. The half-perimeter wire length of the detailed placement result is 4560 um. Of the synthesized area, sequential elements account for 0.431.

The total iterations of the first detailed-routing run is 6. Summing all multi-input logic gate instances after layout gives 0.00169 sq mm. The floorplan step records an initial core utilization of 0.524. The share of async-settable or async-resettable flops after synthesis is 1.00.

The simple-gate share of the synthesized area is 0.247. Buffers added to address setup during post-CTS repair amount to 0. The first-pass GRT wire length is 10200 um. The clock-pin slew on the worst setup and hold paths is 0.09 ns. The buffer type at the clock tree root is sky130_fd_sc_hd__clkbuf_8. Yosys attributes the largest share of cell area to sky130_fd_sc_hd__dfrtp_1 43%, sky130_fd_sc_hd__xor2_1 15%, sky130_fd_sc_hd__xnor2_1 13%.

The post-cts gate resize count is 0. Per the log, the first TritonRoute iteration ended with a DRC count of 85. Of the total power, registers draw 0.577. The overall via count from detail_route is 2314.

The internal power of the cells totals 0.711 mW. In the synthesized netlist, the dominant kind of combinational cell is XOR/XNOR gates. The clock latency at the later pin of the worst-skew pair is 0.30 ns. The worst setup path is launched from an input port. The count of nets left with antenna violations after detail routing is 0.

TritonCTS built the clock tree. For this design, the CTS-stage hold fixing added 0 buffers. The antenna diode count is 0.

The most repeated cell in the gate-level netlist after synthesis is sky130_fd_sc_hd__nor2_1. The average footprint of a synthesized cell is 9.65 sq um. The power density relative to cell area is 236 mW/mm^2. The post-detailed-routing wire length is 6300 um. Synthesis inferred 54 register bits.

Row generation in the floorplan step produced 28 rows. The region available for standard cell placement spans 0.00599 sq mm. The area growth from synthesis to layout is 21.9%. Per the post-synthesis report, the number of cells in the design is 325. In the final report, the number of pins over their slew limit comes to 0. The accumulated negative setup slack is 0 ns. Entering global routing, the biggest net connects 29 pins. The final clock skew is 0.00363 ns.

The design draws 0.901 mW. After filler insertion, the fill cell instance count of the layout stands at 494. The multiplexer share of the synthesized area is 0. The part of the cycle the worst path needs is 0.681. After synthesis, the netlist uses 22 different library cells.

The switching portion of total power is 0.211. Counting the warning lines in the Yosys log gives 1. The final report lists the setup-violating endpoint count as 0. The cell-mix breakdown from Yosys lists the XOR/XNOR area share as 0.285. The combinational cell fraction of total power is 0.100.

The final weighted congestion of routability-driven global placement is 0.850. Once placement completed, the tool counted placed cells totaling 446.
==> placed cells by master (no fill, tap or decap) <==
cell,synthesis,routed
sky130_fd_sc_hd__inv_2,0,1
sky130_fd_sc_hd__inv_1,6,5
sky130_fd_sc_hd__nor4_4,2,2
sky130_fd_sc_hd__xor2_1,54,54
sky130_fd_sc_hd__nor2b_1,1,1
sky130_fd_sc_hd__clkdlybuf4s50_1,0,55
sky130_fd_sc_hd__clkbuf_1,6,1
sky130_fd_sc_hd__clkinv_2,0,1
sky130_fd_sc_hd__dfrtp_1,54,54
sky130_fd_sc_hd__nand4_1,14,14
sky130_fd_sc_hd__and3_1,5,5
sky130_fd_sc_hd__nor2_1,59,59
sky130_fd_sc_hd__nand4_2,1,1
sky130_fd_sc_hd__nand2_1,14,14
sky130_fd_sc_hd__nor4_2,1,1
sky130_fd_sc_hd__and4_1,8,8
sky130_fd_sc_hd__buf_4,0,3
sky130_fd_sc_hd__ha_1,2,2
sky130_fd_sc_hd__xnor2_1,48,48
sky130_fd_sc_hd__nor3_1,11,11
sky130_fd_sc_hd__and2b_2,1,1
sky130_fd_sc_hd__clkbuf_8,0,6
sky130_fd_sc_hd__nor4_1,10,10
sky130_fd_sc_hd__nand3_1,22,22
==> per-layer routing <==
layer,vias up,wire (um),global-route usage
met5,-,0,0
met2,43,2690,0.292
met3,7,292,0.0388
li1,1180,-,-
met4,0,50,0.0179
met1,1084,3260,0.368
==> stage by stage <==
step / hold WS, ns / worst slack (ns)
3_5_place_dp: 0.461 / 1.04
2_1_floorplan: 0.420 / 1.93
3_3_place_gp: 0.458 / 1.11
4_1_cts: 0.481 / 1.37
6_report: 0.476 / 1.34
5_1_grt: 0.496 / 1.22
==> sequential cells by signal, indices dropped and copies added, names as in the netlist <==
register	count
count_x	26
count_y	26
new_clk_x	1
new_clk_y	1
==> path summary, 6_finish.rpt <==
check                           startpoint     endpoint  slack (ns)  cells past startpoint
worst min-delay path             new_clk_x    new_clk_x        0.48                      1
min in group asynchronous              rst  count_y[22]        0.91                      2
worst max register to register  count_x[1]  count_x[16]        1.84                      6
worst max-delay path            speed_x[2]  count_x[16]        1.34                      7
max in group asynchronous              rst  count_x[16]        2.52                      3
worst min register to register   new_clk_x    new_clk_x        0.48                      1
==> worst max-delay path: stages <==
cell and delay [ns]:
sky130_fd_sc_hd__clkdlybuf4s50_1 0.41, sky130_fd_sc_hd__xor2_1 0.16, sky130_fd_sc_hd__nor4_1 0.36, sky130_fd_sc_hd__nand3_1 0.18, sky130_fd_sc_hd__nor4_4 0.67, sky130_fd_sc_hd__buf_4 0.35
sky130_fd_sc_hd__nor2_1 0.08
==> layout make-up <==
class / instances / area share
inverter: 6 / 0.00589
sequential: 54 / 0.353
tap: 75 / 0.0245
timing repair buffer: 58 / 0.150
multi-input combinational: 253 / 0.442
clock buffer: 7 / 0.0226
clock inverter: 1 / 0.00131
==> power by group through the flow <==
stage,Combinational (mW),Clock [mW],Sequential [mW]
5_1_grt,0.0982,0.326,0.520
6_report,0.0903,0.291,0.520
4_1_cts,0.0920,0.306,0.520
==> cells by family after synthesis <==
kind of cell,count (synthesis)
simple gates,149
buf+inv,18
xor+xnor,102
flops,54
fa+ha+maj,2
No activity file was given, so power comes from the tool's default toggle rates.
